<file path="flow/design.v">
`timescale 1ns / 1ps
module fifo (
    input  logic       clk,
    input  logic       rst,
    input  logic       wr,
    input  logic       rd,
    input  logic [7:0] wdata,
    output logic [7:0] rdata,
    output logic       full,
    output logic       empty
);
    logic [2:0] waddr, raddr;
    logic wr_en;
    assign wr_en = wr & ~full;
    register_file U_REG_FILE (
        .*,
        .wr(wr_en)
    );
    fifo_control_unit U_FIFO_CU (.*);
endmodule
module register_file #(
    parameter DEPTH = 8,
    AWIDTH = 3
) (
    input  logic               clk,
    input  logic               wr,
    input  logic [AWIDTH -1:0] waddr,
    input  logic [AWIDTH -1:0] raddr,
    input  logic [  DEPTH-1:0] wdata,
    output logic [  DEPTH-1:0] rdata
);
    logic [7:0] ram[0:DEPTH - 1];
    assign rdata = ram[raddr];
    always_ff @(posedge clk) begin
        if (wr) begin
            ram[waddr] <= wdata;
        end
    end
endmodule
module fifo_control_unit #(
    parameter AWIDTH = 3
) (
    input  logic              clk,
    input  logic              rst,
    input  logic              wr,
    input  logic              rd,
    output logic [AWIDTH-1:0] waddr,
    output logic [AWIDTH-1:0] raddr,
    output logic              full,
    output logic              empty
);
    logic [AWIDTH-1:0] waddr_reg, waddr_next;
    logic [AWIDTH-1:0] raddr_reg, raddr_next;
    logic full_reg, full_next;
    logic empty_reg, empty_next;
    assign waddr = waddr_reg;
    assign raddr = raddr_reg;
    assign full  = full_reg;
    assign empty = empty_reg;
    always_ff @(posedge clk, posedge rst) begin
        if (rst) begin
            waddr_reg <= 0;
            raddr_reg <= 0;
            full_reg  <= 0;
            empty_reg <= 1'b1;
        end else begin
            waddr_reg <= waddr_next;
            raddr_reg <= raddr_next;
            full_reg  <= full_next;
            empty_reg <= empty_next;
        end
    end
    always_comb begin
        waddr_next = waddr_reg;
        raddr_next = raddr_reg;
        full_next  = full_reg;
        empty_next = empty_reg;
        case ({
            wr, rd
        })
            2'b01: begin
                if (!empty_reg) begin
                    raddr_next = raddr_reg + 1;
                    full_next  = 1'b0;
                    if (waddr_reg == raddr_next) begin
                        empty_next = 1'b1;
                    end
                end
            end
            2'b10: begin
                if (!full_reg) begin
                    waddr_next = waddr_reg + 1;
                    empty_next = 1'b0;
                    if (raddr_reg == waddr_next) begin
                        full_next = 1'b1;
                    end
                end
            end
            2'b11: begin
                if (full_reg) begin
                    raddr_next = raddr_reg + 1;
                    full_next  = 1'b0;
                end else if (empty_reg) begin
                    waddr_next = waddr_reg + 1;
                    empty_next = 1'b0;
                end else begin
                    raddr_next = raddr_reg + 1;
                    waddr_next = waddr_reg + 1;
                end
            end
        endcase
    end
endmodule
</file>
<file path="flow/config.mk">
export PLATFORM = sky130hd
export DESIGN_NAME = fifo
export DESIGN_NICKNAME = fifo
export VERILOG_FILES = /design/flow/design.v
export SDC_FILE = /design/flow/constraint.sdc
export NUM_CORES = 4
export LEC_CHECK = 1
export CORE_UTILIZATION = 50
</file>
<file path="flow/run.sh">
#!/bin/bash
# OpenROAD 26Q1-2900-gdf79404cd8, Yosys 0.63+post, stock flow scripts
make -C /OpenROAD-flow-scripts/flow DESIGN_CONFIG=/design/flow/config.mk WORK_HOME=/design/flow/orfs finish
</file>
<file path="flow/constraint.sdc">
current_design fifo

set clk_period 3.4
set clk_io_pct 0.2

create_clock -name clk0 -period $clk_period [get_ports {clk}]

set non_clock_inputs [all_inputs -no_clocks]
set_input_delay [expr $clk_period * $clk_io_pct] -clock clk0 $non_clock_inputs
set_output_delay [expr $clk_period * $clk_io_pct] -clock clk0 [all_outputs]
</file>
==> out/metrics.yaml <==
worstPathArrival_ns: 2.32
syn_avg_cell_area_um2: 20.9
cts_tree: "done"
finalSetupViolations: 0
status: "finished, final reports clean"
clkLatencyLatePin_ns: 0.34
area_growth_pct: 17.8
warnings: 25
highest_layer: "met4"
p_leak_nw: 1.21
via_per_inst: 5.51
ir_worst_vdd_mv: 0.681
tightest_slew_ns: 0.746
antenna_found_initial: 0
rsz0062_at_grt: "false"
wl_per_cell_um: 19.6
worstSetupPathType: "flop to output port"
holdPathEnd: "U_FIFO_CU.empty_reg$_DFFE_PP1P_"
design_area_mm2: 0.00348
worst_path_largest_cell_delay_ns: 0.65
fp_util_pct: 52.7
port_buffers: 21
cts_setup_buffers: 0
ys_warn_count: 2
grt_max_degree: 20
vias: 1383
routed_wirelength_um: 4920
num_rows: 27
worst_r2r_endpoint: "U_REG_FILE.ram[4][7]$_DFFE_PP_"
hold_depth: 2
path_clk_slew_ns: 0.07
wl_met1_um: 1960
core_mm2: 0.00561
slew_headroom_pct: 50.1
dpl_cell_area_mm2: 0.00326
ys_area_mm2: 0.00295
finalClockSkew_ns: 0.00908
ant_nets: 0
syn_area_mm2: 0.00295
hp-start: "U_FIFO_CU.empty_reg$_DFFE_PP1P_"
critPathRequiredTime_ns: 2.72
p_per_area_mw_per_mm2: 832
rr_worst_depth: 3
synth_seq_share_pct: 71.9
maxClockFrequency_mhz: 334
synth_flops: 72
cts_made_buffers: 9
wl_met2_um: 2520
overflow: 0
clockBufferDepth: 2
async_flop_share_pct: 11.1
drive_gt1_share_pct: 19.6
wl_met3_um: 392
maxCapViolCount: 0
cts_resized: 0
fillCellCount: 408
cts_sinks: 72
cts_hold_buf: 0
antenna_cells: 0
die_y_um: 78.9
pin_count: 22
ff_type: "edfxtp_1"
worstPathCellList: "buf_4 -> mux4_1 -> mux2_2 -> clkdlybuf4s50_1"
end_kind: "output port"
crit_slowest_cell: "mux4_1"
gp_congestion: 0.804
cp_max_fo: 19
slew_violations: 0
start_kind: "flop"
ys_types: 25
period_used_pct: 88.1
chip_area_mm2: 0.00622
largest_reg_flops: 64
drc_errors: 0
grt_pass1_vias: 1533
track_usage_pct: 19.5
reg2reg_slack_ns: 1.38
edf_count: 64
reg2reg_from: "U_FIFO_CU.full_reg$_DFFE_PP0P_"
finalHoldViolCount: 0
grt_pass1_wl_um: 7760
root_buffer: "clkbuf_8"
finalCriticalPeriod_ns: 3.00
die_w_um: 78.9
synth_stat.cells: 141
finalSetupTns_ns: 0
cts_max_level: 3
dp_hpwl_um: 3210
hp-class: "flop to flop"
first_pass_iters: 4
drtIter0Drc: 87
syn_inst: 141
-- stage by stage --
step / util (%) / power (mW) / worst slack, ns / instances / hold slack [ns]
floorplan: - / 1.85 / 1.25 / 141 / 0.478
global placement: 58.2 / 2.21 / 0.645 / 236 / 0.515
detailed placement: 58.2 / 2.22 / 0.545 / 236 / 0.512
CTS: 62.0 / 2.93 / 0.377 / 251 / 0.524
global route: 62.0 / 3.06 / 0.317 / 251 / 0.545
finish: 62.0 / 2.89 / 0.403 / 251 / 0.530
-- report_power, final --
part           switching, mW  internal (mW)  total [mW]
Sequential            0.0979           1.14        1.23
Combinational          0.385          0.561       0.946
Clock                  0.301          0.412       0.713
-- how the worst max path moves through the flow --
stage / start / to / slack (ns) / cells after the start
4_1_cts: U_FIFO_CU.raddr_reg[0]$_DFFE_PP0P_ / rdata[1] / 0.38 / 4
5_1_grt: U_FIFO_CU.raddr_reg[0]$_DFFE_PP0P_ / rdata[1] / 0.32 / 4
6_report: U_FIFO_CU.raddr_reg[0]$_DFFE_PP0P_ / rdata[1] / 0.40 / 4
-- per-layer routing --
layer	vias to the layer above	global-route usage [%]
met3	5	11.1
met4	0	2.00
met5	-	0
met2	54	30.0
li1	640	-
met1	684	28.2
-- final cells by class --
type	count	area, um^2	area share, %
Sequential cell	72	2120	61.0
Multi-Input combinational cell	61	772	22.2
Timing Repair Buffer	29	270	7.77
Clock buffer	9	124	3.56
Clock inverter	6	92.6	2.66
Tap cell	72	90.1	2.59
Inverter	2	7.51	0.216
-- layout by cell type (no fill, tap or decap), types with 2 or more instances in the layout --
master,Yosys,layout
nand2b_1,3,3
nor3_1,2,2
nand2_1,4,4
mux2_2,10,10
edfxtp_1,64,64
mux4_1,16,16
dfrtp_1,7,7
xnor2_1,5,5
clkbuf_8,0,9
inv_1,2,2
ha_1,2,2
clkdlybuf4s50_1,0,21
bufinv_16,0,2
buf_4,0,8
clkinvlp_4,0,2
nor2_1,6,6
xor2_1,5,5
-- cell families after synthesis --
family / synth area share [%]
compound gates: 1.02
xor+xnor: 2.97
fa+ha+maj: 0.847
buf+inv: 1.95
flops: 71.9
mux: 18.1
simple gates: 3.26
-- worst max-delay path, delay by kind of cell (launching register included) --
| family | cells | cell delay (ns) |
|---|---|---|
| buffers and inverters | 2 | 0.71 |
| multiplexers | 2 | 0.93 |
| flip-flops | 1 | 0.32 |
-- synth_stat cells, types with 2 or more instances --
master    count  area [um^2]
edfxtp_1     64         1920
mux4_1       16          420
mux2_2       10          113
dfrtp_1       7          175
nor2_1        6         22.5
xnor2_1       5         43.8
xor2_1        5         43.8
nand2_1       4         15.0
buf_2         3         15.0
nand2b_1      3         18.8
ha_1          2         25.0
inv_1         2         7.51
nor3_1        2         10.0
Power and IR drop assume default switching activity.
