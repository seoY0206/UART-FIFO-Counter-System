### design.v
`timescale 1ns / 1ps
module LED_Controller
(
    input clk, rst,
    input sw_2, sw_3,
    input [3:0] i_led_data, 
    output reg [8:0] o_led_data
);
tick_gen_10hz U_TICK_10HZ (
    .clk        (clk),
    .rst        (rst),
    .run        (),
    .tick_10hz  ()               
);
    always @(posedge clk, posedge rst) 
    begin
        if(rst)  o_led_data <= 9'b0;
        else
        begin
            if(sw_2 == 1'b1 && sw_3 == 1'b1)
            begin
                case(i_led_data)
                    0 :  o_led_data <= 9'b000000000;
                    1 :  o_led_data <= 9'b000000001;
                    2 :  o_led_data <= 9'b000000010;
                    3 :  o_led_data <= 9'b000000100;
                    4 :  o_led_data <= 9'b000001000;
                    5 :  o_led_data <= 9'b000010000;
                    6 :  o_led_data <= 9'b000100000;
                    7 :  o_led_data <= 9'b001000000;
                    8 :  o_led_data <= 9'b010000000;
                    9 :  o_led_data <= 9'b100000000;
                    default : o_led_data <= 9'b000000000;
                endcase
            end
            else o_led_data <= 9'b0;
        end
    end
endmodule
module tick_gen_10hz (
    input       clk,
    input       rst,
    input       run,
    output reg  tick_10hz
);
    reg [23:0]  r_counter;
    always @(posedge clk, posedge rst) begin
        if (rst) begin
            r_counter <= 0;
            tick_10hz <= 0;
        end else begin
            if (run) begin
                if (r_counter == 10_000_000 - 1) begin
                    r_counter <= 0;
                    tick_10hz <= 1'b1;
                end else begin
                    r_counter <= r_counter + 1;
                    tick_10hz <= 1'b0;
                end 
            end else r_counter <= 0;
        end
    end
endmodule
### run.sh
#!/bin/bash
# OpenROAD 26Q1-2900-gdf79404cd8, Yosys 0.63+post, stock flow scripts
make -C /OpenROAD-flow-scripts/flow DESIGN_CONFIG=/design/flow/config.mk WORK_HOME=/design/flow/orfs finish
### config.mk
export PLATFORM = sky130hd
export DESIGN_NAME = LED_Controller
export DESIGN_NICKNAME = LED_Controller
export VERILOG_FILES = /design/flow/design.v
export SDC_FILE = /design/flow/constraint.sdc
export NUM_CORES = 4
export LEC_CHECK = 1
export CORE_AREA = 10 10 70 70
export DIE_AREA = 0 0 80 80
### constraint.sdc
current_design LED_Controller

set clk_period 1.0
set clk_io_pct 0.2

create_clock -name clk0 -period $clk_period [get_ports {clk}]

set non_clock_inputs [all_inputs -no_clocks]
set_input_delay [expr $clk_period * $clk_io_pct] -clock clk0 $non_clock_inputs
set_output_delay [expr $clk_period * $clk_io_pct] -clock clk0 [all_outputs]
==> impl_metrics.yaml <==
# physical design summary
logic_synthesis:
  synthCells: 25
  yosysTopAreaCellShare: 0.706
  ys.flops: 9
  postSynthSeqShare: 0.706
  synth.largest_area_cell: "dfrtp_1"
  top_cells_by_area: "dfrtp_1, nor2_1, nand4b_1, nand2b_1, nand4bb_1"
  top_logic_kind: "simple AND/OR/NAND/NOR gates"
  ys_sh_mux: 0
  xor_area_frac: 0
  fa_ha_area_frac: 0
  syn_area_sq_um: 319
  synth.distinct_cells: 9
  compound_area_frac: 0
  simple_gate_share: 0.282
  ys_warn_count: 2
  yosysCellCount: 25
  yosys_area_sq_um: 319
  synth.avg_cell_area_sq_um: 12.8
grt:
  antenna_found_initial: 0
  overflow: 0
  grt_pass1_wl_mm: 1.37
  grt_pass1_vias: 286
  grt_max_degree: 10
  grt_use_total: 0.0273
setup_path:
  path_cells: "buf_2"
  start_kind: "flop"
  slowest_delay_ns: 0.36
  cp-end-kind: "primary output"
  worstPathRequired_ns: 0.80
  slowest_stage: "dfrtp_1"
  cp_top_family: "flip-flops"
  crit_path_max_fanout: 1
  worstPathBufferInverterCount: 1
  arrival_ns: 0.73
  criticalPathCategory: "flop to primary output"
place:
  dp_hpwl_um: 720
  routabilityCongestion: 0.698
  port_buffers: 16
  dp_slack_ns: -0.124
  place_area_sq_um: 552
outcome:
  status: "finished, final reports clean"
finish:
  lay_top_count: "dfrtp_1"
  fin_area_sq_um: 533
  largest_reg_flops: 9
  top_register: "o_led_data"
  largestRegisters: "o_led_data: 9 flops"
  drive_above_1_share: 0.319
  mostFrequentLayoutCells: "dfrtp_1, clkdlybuf4s50_1, nor2_1, buf_2"
  area_growth_pct: 67.1
route:
  ant_nets: 0
  antenna_cells: 0
  routed_wl_um: 835
  drtIter0Drc: 2
  vias: 255
  drc: 0
  routedWlPerCell_um: 8.98
  drtPass1Iterations: 2
  via_per_inst: 2.74
final_timing:
  rsz0062_at_grt: "no"
  setup_violations: 0
  max_slew.worst_pin.slew_ns: 0.319
  maxSlewHeadroom: 0.787
  fin_crit_ns: 0.927
  worst_slack_ns: 0.0727
  slew_viol_final: 0
  hold_viol: 0
  clock.fmax_mhz: 1080
  finalCritPeriodShare: 0.927
clocking:
  cts.sink_count: 9
  numCtsBuffers: 3
  cts.htree.levels: 1
  clk_pin_slew_ns: 0.05
  clock_path_buffers: 2
  cts_tree: "built"
  holdBufCountCts: 0
  cts-root-buf: "clkbuf_4"
floorplanning:
  die_w_um: 80
  fp_util: 0.0934
  die-area_sq_um: 6400
  die_h_um: 80
  core_sq_um: 3420
  row_count: 21
  io_pins: 17
min_path:
  hp-class: "primary input to async pin"
power_and_ir_drop:
  power.density_nw_per_um2: 1300
  ir_drop_mv: 0.351
  cellLeakagePower_uw: 0.000250
flow_run:
  max-cap-violations: 0
  warning_count: 25
-- routing by layer --
layer	vias up	share of wire	track usage
met5	-	0	0
met3	4	0.086	0.0125
met4	0	0.051	0.0158
met2	11	0.52	0.0474
met1	112	0.34	0.0259
li1	128	-	-
-- cells in the mapped netlist --
| cell type | instances |
|---|---|
| nand4bb_1 | 1 |
| dfrtp_1 | 9 |
| nand4b_1 | 2 |
| nand4_1 | 1 |
| nor3_1 | 2 |
| nor3_2 | 1 |
| inv_1 | 1 |
| nor2_1 | 6 |
| nand2b_1 | 2 |
-- power breakdown --
group	switching (uW)	total [uW]	internal, uW
registers	0.751	369	368
clock network	106	259	152
logic	28.8	67.4	38.5
-- final timing paths --
kind / from / end / depth (start not counted)
min: rst / o_led_data[0]$_DFF_PP0_ / 2
min in group clk0: i_led_data[1] / o_led_data[0]$_DFF_PP0_ / 2
max: o_led_data[1]$_DFF_PP0_ / o_led_data[1] / 1
max in group asynchronous: rst / o_led_data[3]$_DFF_PP0_ / 2
-- repair_timing --
action                                  CTS  global route
buffers inserted                          0             0
endpoints found under the setup margin    9             3
pin swaps                                 0             0
resized                                  26             3
-- kinds of logic (layout without fill, tap and decap cells) --
group / Yosys count / in the layout
buffers and inverters: 1 / 23
flip-flops: 9 / 9
AND/OR/NAND/NOR: 15 / 15
-- area by class of cell --
class | instances | area, sq um
fill | 397 | 2880
multi-input combinational | 15 | 90.1
sequential | 9 | 225
tap | 46 | 57.6
timing repair buffer | 18 | 130
clock buffer | 4 | 26.3
inverter | 1 | 3.75
-- per-stage QoR --
stage	cells	total power (uW)	util	hold slack (ns)	TNS [ns]
2_1_floorplan	25	392	-	0.0279	0
3_3_place_gp	89	445	0.162	0.479	-0.830
3_5_place_dp	89	446	0.162	0.479	-0.933
4_1_cts	93	708	0.160	0.206	0
5_1_grt	93	736	0.156	0.247	0
6_report	93	695	0.156	0.203	0
Power and IR drop assume default switching activity.
