==> flow/design.v <==
`timescale 1ns / 1ps
module uart (
    input clk,
    input rst,
    input tx_start,
    input [7:0] tx_data,
    output tx,
    input rx,
    output [7:0] rx_data,
    output rx_done
);
    wire w_b_tick;
    uart_rx U_UART_RX (
        .clk(clk),
        .rst(rst),
        .rx(rx),
        .rx_data(rx_data),
        .b_tick(w_b_tick),
        .rx_done(rx_done)
    );
    uart_tx U_UART_TX (
        .clk(clk),
        .rst(rst),
        .tx_start(tx_start),
        .tx_data(tx_data),
        .b_tick(w_b_tick),
        .tx(tx)
    );
    baudrate_tick_gen U_TICK_GEN (
        .clk(clk),
        .rst(rst),
        .o_b_tick(w_b_tick)
    );
endmodule
module uart_rx (
    input clk,
    input rst,
    input rx,
    input b_tick,
    output [7:0] rx_data,
    output rx_done
);
    localparam [1:0] IDLE = 0, START = 1, DATA = 2, STOP = 3;
    reg [1:0] c_state, n_state;
    reg [3:0] b_tick_reg, b_tick_next;
    reg [2:0] bit_cnt_reg, bit_cnt_next;
    reg [7:0] rx_data_reg, rx_data_next;
    reg rx_done_reg, rx_done_next;
    assign rx_data = rx_data_reg;
    assign rx_done = rx_done_reg;
    always @(posedge clk, posedge rst) begin
        if (rst) begin
            c_state <= IDLE;
            b_tick_reg <= 0;
            bit_cnt_reg <= 0;
            rx_data_reg <= 0;
            rx_done_reg <= 0;
        end else begin
            c_state <= n_state;
            b_tick_reg <= b_tick_next;
            bit_cnt_reg <= bit_cnt_next;
            rx_data_reg <= rx_data_next;
            rx_done_reg <= rx_done_next;
        end
    end
    always @(*) begin
        n_state = c_state;
        b_tick_next = b_tick_reg;
        bit_cnt_next = bit_cnt_reg;
        rx_data_next = rx_data_reg;
        rx_done_next = rx_done_reg;
        case (c_state)
            IDLE: begin
                rx_done_next = 1'b0;
                if (~rx) begin
                    b_tick_next = 0;
                    n_state = START;
                end
            end
            START: begin
                if (b_tick) begin
                    if (b_tick_reg == 7) begin
                        b_tick_next = 0;
                        n_state = DATA;
                    end else begin
                        b_tick_next = b_tick_reg + 1;   
                    end
                end
            end
            DATA: begin
                if (b_tick) begin
                    if (b_tick_reg == 15) begin
                        b_tick_next  = 0;
                        rx_data_next = {rx, rx_data_reg[7:1]};
                        if (bit_cnt_next == 7) begin
                            bit_cnt_next = 0;
                            n_state = STOP;
                        end else begin
                            bit_cnt_next = bit_cnt_reg + 1;   
                        end
                    end else begin
                        b_tick_next = b_tick_reg + 1;   
                    end
                end
            end
            STOP: begin
                if (b_tick) begin
                    if (b_tick_reg == 15) begin
                        rx_done_next = 1'b1;
                        n_state = IDLE;
                    end else begin
                        b_tick_next = b_tick_reg + 1;
                    end
                end
            end
        endcase
    end
endmodule
module uart_tx (
    input clk,
    input rst,
    input tx_start,
    input b_tick,
    input [7:0] tx_data,
    output tx
);
    localparam [1:0] IDLE = 0, TX_START = 1, TX_DATA = 2, TX_STOP = 3;
    reg [1:0] state_reg, state_next;
    reg tx_reg, tx_next;
    reg [7:0] data_buf_reg, data_buf_next;
    reg [3:0] b_tick_cnt_reg, b_tick_cnt_next;
    reg [2:0] bit_cnt_reg, bit_cnt_next;
    assign tx      = tx_reg;
    always @(posedge clk, posedge rst) begin
        if (rst) begin
            state_reg     <= IDLE;
            tx_reg         <= 0;
            data_buf_reg   <= 0;
            b_tick_cnt_reg <= 0;
            bit_cnt_reg    <= 0;
        end else begin
            state_reg      <= state_next;
            tx_reg         <= tx_next;
            data_buf_reg   <= data_buf_next;
            b_tick_cnt_reg <= b_tick_cnt_next;
            bit_cnt_reg    <= bit_cnt_next;
        end
    end
    always @(*) begin
        state_next      = state_reg;
        tx_next         = tx_reg;
        data_buf_next   = data_buf_reg;
        b_tick_cnt_next = b_tick_cnt_reg;
        bit_cnt_next    = bit_cnt_reg;
        case (state_reg)
            IDLE: begin
                tx_next = 1;
                if (tx_start) begin
                    b_tick_cnt_next = 0;
                    data_buf_next = tx_data;
                    state_next = TX_START;
                end
            end
            TX_START: begin
                tx_next = 1'b0;
                if (b_tick) begin
                    if (b_tick_cnt_next == 15) begin
                        state_next = TX_DATA;
                        b_tick_cnt_next = 0;
                        bit_cnt_next    = 0;
                    end else begin
                        b_tick_cnt_next = b_tick_cnt_reg + 1;
                    end
                end
            end
            TX_DATA: begin
                tx_next = data_buf_reg[0];   
                if (b_tick) begin
                    if (b_tick_cnt_reg == 15) begin
                        if (bit_cnt_reg == 7) begin
                            b_tick_cnt_next = 0;
                            bit_cnt_next = 0;
                            state_next = TX_STOP;
                        end else begin
                            b_tick_cnt_next = 0;
                            bit_cnt_next    = bit_cnt_reg + 1;
                            data_buf_next   = data_buf_reg >> 1;   
                        end
                    end else begin
                        b_tick_cnt_next = b_tick_cnt_reg + 1;
                    end
                end
            end
            TX_STOP: begin
                tx_next = 1;
                if (b_tick) begin
                    if (b_tick_cnt_reg == 15) begin
                        state_next = IDLE;
                    end else begin
                        b_tick_cnt_next = b_tick_cnt_reg + 1;
                    end
                end
            end
            default: state_next = state_reg;
        endcase
    end
endmodule
module baudrate_tick_gen (
    input  clk,
    input  rst,
    output o_b_tick
);
    parameter BAUD = 9600;
    parameter BAUD_TICK_COUNT = (100_000_000 / (9600 * 16)) - 1;
    reg [$clog2(BAUD_TICK_COUNT)-1:0] counter_reg;
    reg b_tick_reg;
    assign o_b_tick = b_tick_reg;
    always @(posedge clk, posedge rst) begin
        if (rst) begin
            counter_reg <= 0;
            b_tick_reg  <= 0;
        end else begin
            if (counter_reg == BAUD_TICK_COUNT) begin
                counter_reg <= 0;
                b_tick_reg  <= 1'b1;
            end else begin
                counter_reg <= counter_reg + 1;
                b_tick_reg  <= 1'b0;
            end
        end
    end
endmodule
==> flow/run.sh <==
#!/bin/bash
# OpenROAD 26Q1-2900-gdf79404cd8, Yosys 0.63+post, stock flow scripts
make -C /OpenROAD-flow-scripts/flow DESIGN_CONFIG=/design/flow/config.mk WORK_HOME=/design/flow/orfs finish
==> flow/config.mk <==
export PLATFORM = sky130hd
export DESIGN_NAME = uart
export DESIGN_NICKNAME = uart
export VERILOG_FILES = /design/flow/design.v
export SDC_FILE = /design/flow/constraint.sdc
export NUM_CORES = 4
export LEC_CHECK = 1
export CORE_UTILIZATION = 40
==> flow/constraint.sdc <==
current_design uart

set clk_period 2.7
set clk_io_pct 0.2

create_clock -name clk0 -period $clk_period [get_ports {clk}]

set non_clock_inputs [all_inputs -no_clocks]
set_input_delay [expr $clk_period * $clk_io_pct] -clock clk0 $non_clock_inputs
set_output_delay [expr $clk_period * $clk_io_pct] -clock clk0 [all_outputs]
==> qor.txt <==
status - completed
power density relative to cell area - 465 nW/µm²
CTS max path bufs - 2
Hold Violations, Final - 0
# Post-CTS Setup Buffers - 0
aggregate global routing overflow - 0
all-layer global routing usage - 14.2%
mean instance size in the synthesized netlist - 11.2 µm²
Critical Path Source Type - flop
CTS resizes - 0
hold crit path type - flop to flop
routed via count - 1,696
CP Capture Type - flop
worst-path fanout max - 7
measured slew at the worst slew-check pin - 644 ps
setup TNS - 0 ps
number of buffers inserted during clock tree synthesis - 5
largest net degree at the start of global routing - 52
Port Buf Inserts - 21
mean number of vias per cell - 5.33
placed cell count - 310
clock transition at the registers of the reported paths - 90 ps
Sink Count - 51
fraction of final layout cells with drive strength greater than 1 - 11.9%
Cell area leaders - sky130_fd_sc_hd__dfrtp_1 50%, sky130_fd_sc_hd__mux2_2 5.1%, sky130_fd_sc_hd__ha_1 4.1%
I/O pin count - 22
count of tool warnings - 26
Max-cap violations - 0
portion of the clock cycle consumed by the worst path in the final layout - 80.4%
Fill cells - 539
Layout Skew - 9.28 ps
Rel. slew slack - 57.1%
clock tree from TritonCTS - done
Chip Footprint - 6420 µm²
VDD IR-drop max - 0.291 mV
Multi-input gate area - 1080 µm²
total count of max-transition violations in the final report - 0
library cells used by synthesis - 44
number of flip-flops in the largest register - 10
Seq/Total Area, Yosys - 52.4%
Final Routed Wirelength - 4.13 mm
unrepaired setup endpoints after global routing - false
top cell types by occurrence after synthesis - 49 x sky130_fd_sc_hd__dfrtp_1, 21 x sky130_fd_sc_hd__nand2_1, 14 x sky130_fd_sc_hd__a21oi_1, 14 x sky130_fd_sc_hd__o21ai_0, 12 x sky130_fd_sc_hd__nor2_1
worst path arrival time - 2350 ps
vertical die size - 80.1 µm
post-synthesis instance area - 2440 µm²
via count of the first global-routing pass - 1,594
clock period minus worst slack - 2170 ps
final worst setup slack - 530 ps
Antenna Nets Post-Route - 0
warnings from Yosys - 3
number of antenna diodes - 0
flops out of synthesis - 51
die x size - 80.1 µm
Routed WL per cell - 13.0 µm
ys flop type - sky130_fd_sc_hd__dfrtp_1
cell accounting for the most synthesized area - sky130_fd_sc_hd__dfrtp_1
Late-Pin Clk Latency - 300 ps
HPWL reported at the end of detailed placement - 2.71 mm
hold-fix buffers at CTS - 0
Pre-antenna DRT Iters - 4
placer congestion estimate - 0.756
effective utilization at floorplan - 41.5%
Layout Cells excl Fill - 318
Synth top area share - 50.3%
H-Tree Level Count - 2
ys async rst share - 100%
count of library flops with an enable pin - 0
cells in synth_stat.txt - 218
# setup viols final - 0
first-pass GRT wire length - 7.08 mm
initial antenna violation count - 0
classification of the worst setup path - flop to flop
sequential standard cell area - 1280 µm²
most repeated cell in the gate-level netlist after synthesis - sky130_fd_sc_hd__dfrtp_1
signed area change from the synthesized netlist to the final layout - 16.0%
core area - 5890 µm²
Tot Pwr - 1.32 mW
post-place setup slack - 544 ps
Data required, critical path - 2880 ps
number of cell rows - 28
number of cells produced by synthesis - 218
Leak Pwr - 1.24 nW
Clk Tree Root Cell - sky130_fd_sc_hd__clkbuf_8
achievable frequency - 0.461 GHz
first-iteration detailed-routing DRC count - 79
chip area estimate from yosys synthesis - 2440 µm²
number of remaining DRC errors - 0
-- kinds of logic after synthesis --
logic type / after synthesis / synth area share (%)
simple gates: 64 / 14.7
compound gates: 51 / 13.8
flops: 51 / 52.4
mux: 20 / 8.77
buf+inv: 16 / 3.28
xor+xnor: 8 / 2.87
fa+ha+maj: 8 / 4.10
-- power breakdown --
group / switching, mW / internal [mW]
Sequential: 0.000000000000000343 / 0.763
Clock: 0.239 / 0.278
Combinational: 0.0189 / 0.0168
-- routing by layer --
layer | global-route usage [%] | part of all wire, %
met3 | 2.31 | 2.9
met5 | 0 | 0
met4 | 1.79 | 1.3
met2 | 22.1 | 46
met1 | 22.6 | 50
-- path summary, 6_finish.rpt --
path / startpoint / to / slack (ps) / depth (start not counted)
max: U_UART_RX.b_tick_reg[0] / U_UART_RX.rx_data_reg[0] / 530 / 5
min: U_UART_RX.bit_cnt_reg[0] / U_UART_RX.bit_cnt_reg[0] / 490 / 1
max reg2reg: U_UART_RX.b_tick_reg[0] / U_UART_RX.rx_data_reg[0] / 530 / 5
min reg2reg: U_UART_RX.bit_cnt_reg[0] / U_UART_RX.bit_cnt_reg[0] / 490 / 1
max in group asynchronous: rst / U_UART_RX.rx_done_reg / 1540 / 3
min in group asynchronous: rst / U_TICK_GEN.counter_reg[1] / 720 / 3
-- worst max-delay path: stages (launching register included) --
cell and delay [ps]:
sky130_fd_sc_hd__dfrtp_1 390, sky130_fd_sc_hd__ha_1 340, sky130_fd_sc_hd__nand4_4 170, sky130_fd_sc_hd__a2111oi_4 570
sky130_fd_sc_hd__buf_4 250, sky130_fd_sc_hd__mux2_2 330
-- layout by cell type, fill, tap and decap left out, types with 2 or more instances in the layout --
master	n
sky130_fd_sc_hd__nand2b_1	2
sky130_fd_sc_hd__a21oi_1	14
sky130_fd_sc_hd__inv_1	7
sky130_fd_sc_hd__nand3_1	10
sky130_fd_sc_hd__a41oi_1	2
sky130_fd_sc_hd__nand2_1	21
sky130_fd_sc_hd__xnor2_1	4
sky130_fd_sc_hd__and3_1	2
sky130_fd_sc_hd__nor3_1	3
sky130_fd_sc_hd__and4_1	2
sky130_fd_sc_hd__nor2_1	12
sky130_fd_sc_hd__clkbuf_1	2
sky130_fd_sc_hd__o21ai_0	14
sky130_fd_sc_hd__buf_4	4
sky130_fd_sc_hd__dfstp_2	2
sky130_fd_sc_hd__nor4b_1	2
sky130_fd_sc_hd__mux2i_1	9
sky130_fd_sc_hd__clkdlybuf4s50_1	21
sky130_fd_sc_hd__nand4_4	2
sky130_fd_sc_hd__dfrtp_1	49
sky130_fd_sc_hd__ha_1	8
sky130_fd_sc_hd__o2bb2ai_1	2
sky130_fd_sc_hd__xor2_1	4
sky130_fd_sc_hd__nand4_1	3
sky130_fd_sc_hd__a21o_1	2
sky130_fd_sc_hd__mux2_2	11
sky130_fd_sc_hd__clkbuf_8	5
sky130_fd_sc_hd__a31oi_1	7
-- through the flow --
step / utilization [%] / instance area [µm²] / hold slack, ps
4_1_cts: 48.1 / 2830 / 496
2_1_floorplan: - / 2440 / 442
6_report: 48.1 / 2830 / 488
3_3_place_gp: 46.3 / 2720 / 474
3_5_place_dp: 46.3 / 2720 / 482
5_1_grt: 48.1 / 2830 / 503
-- final cells by class --
type,count,share of cell area [%]
Inverter,8,1.06
Clock inverter,1,1.06
Sequential cell,51,45.2
Clock buffer,7,2.70
Timing Repair Buffer,25,8.49
Tap cell,75,3.32
Multi-Input combinational cell,151,38.2
No activity file was given, so power comes from the tool's default toggle rates.
